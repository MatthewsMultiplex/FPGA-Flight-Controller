**config.mk**
```make
export PLATFORM = sky130hd
export DESIGN_NAME = Formatting_FSM
export DESIGN_NICKNAME = Formatting_FSM
export VERILOG_FILES = /design/flow/design.v
export SDC_FILE = /design/flow/constraint.sdc
export NUM_CORES = 4
export LEC_CHECK = 1
export CORE_UTILIZATION = 30
```
**constraint.sdc**
```tcl
current_design Formatting_FSM

set clk_period 16.6
set clk_io_pct 0.2

create_clock -name clk0 -period $clk_period [get_ports {clk}]

set non_clock_inputs [all_inputs -no_clocks]
set_input_delay [expr $clk_period * $clk_io_pct] -clock clk0 $non_clock_inputs
set_output_delay [expr $clk_period * $clk_io_pct] -clock clk0 [all_outputs]
```
**design.v**
```verilog
`timescale 1ns / 1ps
module Formatting_FSM(
input clk,
input reset,
input data_ready,  
input [15:0] raw_data_in,  
input data_valid,
input Tx_done,
output reg [7:0] Tx_Data,
output reg Tx_Valid,
output reg done
    );
reg [1:0] state;
reg [15:0] raw_data;
reg [7:0] ascii_buffer[0:4];
reg [2:0] index;
reg signed [15:0] temp_val;
    localparam INIT = 0,
               READ = 1,
               CONVERT = 2,
               SEND_UART = 3;
function [7:0] to_ascii;
    input [3:0] bin;
    begin
        to_ascii = bin + 8'd48;
    end
 endfunction
 always @ (posedge clk or posedge reset)
    if (reset) begin
        state <= INIT;
        Tx_Data <= 0;
        Tx_Valid <= 0;
        done <= 0;
        index <= 0;
        end
    else begin
    case (state) 
        INIT: begin
            done <= 0;
            if (data_valid) begin
                raw_data <= raw_data_in;
                temp_val <= raw_data_in;
                state <= CONVERT;
            end
         end  
        CONVERT: begin
            ascii_buffer[0] <= to_ascii((temp_val / 100) % 10);
            ascii_buffer[1] <= to_ascii((temp_val / 10) % 10);
            ascii_buffer[2] <= to_ascii(temp_val % 10);
            ascii_buffer[3] <= 8'd32;  
            ascii_buffer[4] <= 8'd124;  
            index <= 0;
            state <= SEND_UART;
        end
        SEND_UART: 
            begin
                if(index < 5) begin
                    if (!Tx_Valid && Tx_done) begin
                        Tx_Data <= ascii_buffer[index];
                        Tx_Valid <= 1;
                        index <= index + 1;
                     end else begin
                        Tx_Valid <= 0;
                     end
                  end else begin
                        state <= INIT;
                        done <= 1;
                  end
              end
              default: state <= INIT;
          endcase
      end
endmodule
```
**run.sh**
```bash
#!/bin/bash
# OpenROAD 26Q1-2900-gdf79404cd8, Yosys 0.63+post, stock flow scripts
make -C /OpenROAD-flow-scripts/flow DESIGN_CONFIG=/design/flow/config.mk WORK_HOME=/design/flow/orfs finish
```
==> qor.csv <==
stage,metric,value,unit
worst_setup_path,crit_end,ascii_buffer[1][3]$_DFFE_PP_,
clock_network,cts_tree,yes,
power,power-per-cell-area,178,nW/um2
yosys,synth-edff-count,28,
power,switching_share,53.4,%
yosys,synth.yosys.chip_area,9230,um2
worst_setup_path,slowest_stage_delay_cp,0.71,ns
final_timing,maxSlewHeadroom,38.4,%
worst_setup_path,worstSetupPathType,reg2reg,
worst_setup_path,worstReg2RegStart,temp_val[10]$_DFFE_PP_,
final_timing,final_max_slew_viol_count,0,
floorplan,design.core.area,30000,um2
placed_design,port_buffers,28,
floorplan,placement_rows,63,
layout,post_layout_nonfiller_instances,1635,
placed_design,placedCellCount,1627,
yosys,yosysTopAreaCell,edfxtp_1,
yosys,post-synth-top-area-fraction,9.11,%
floorplan,die-area,31500,um2
routing,met2_length,11100,um
power,power_frac_comb,83.7,%
clock_network,clk_root_buffer_cell,clkbuf_16,
power,cell_internal_pwr,0.833,mW
job,cap_viol_max_count,0,
clock_network,clock_tree.buffer_depth,2,
worst_setup_path,regToRegSetupSlack,1.65,ns
final_timing,post-route-period-util,90.0,%
power,power_switching,0.955,mW
worst_setup_path,worstPathMaxFanout,19,
worst_setup_path,path_common_cell,ha_1,
clock_network,clock_latency,0.29,ns
worst_setup_path,first_element_of_the_critical_path,temp_val[10]$_DFFE_PP_,
yosys,synthesis.area,9230,um2
yosys,synth_stat.cells,1256,
routing,drc,0,
grt,initial_antenna_violation_count,0,
clock_network,cts_made_buffers,5,
yosys,post_synth_num_cell_types,124,
yosys,topCellsByArea,"edfxtp_1 (9.1%), xnor2_1 (5.0%), nor2_1 (5.0%), nand2_1 (5.0%), a21oi_1 (4.1%)",
min_path,min_path_cells,1,
layout,drive_gt1_share,11.1,%
grt,grt_pass1_wl,43200,um
worst_setup_path,setup.worst_path.start_class,flop,
clock_network,cts.sinks,43,
power,pwr-share-clk,5.7,%
clock_network,cts_setup_buffers,0,
layout,layout_top_cell_excl_fill_tap,nor2_1,
yosys,synth_async_sr_flop_share,34.9,%
routing,detailed_routing_wirelength_on_met1,13100,um
final_timing,unrepaired_setup_endpoints_after_global_routing,no,
final_timing,setup_skew_after_layout,0.00484,ns
worst_setup_path,crit_slowest_cell,nor3_4,
yosys,synth_seq_share,13.2,%
power,p_leak,3.44,nW
grt,overflow,0,
yosys,synth_cells,1256,
worst_setup_path,worst_r2r_endpoint,ascii_buffer[1][3]$_DFFE_PP_,
clock_network,post_cts_resize_count,0,
routing,vias_per_cell,5.95,
worst_setup_path,timing.critical_path.to_type,flop,
routing,totalWireLength,26400,um
job,warning_count,30,
layout,layout_top_cells_excl_fill_tap,"nor2_1 (123), nand2_1 (122), a21oi_1 (75)",
yosys,ys.flop_type,edfxtp_1,
layout,fill_cell_total_of_the_finished_layout,3123,
run_status,run_status,"finished, final reports clean",
placed_design,post_detailed_placement_half_perimeter_wirelength,20200,um
yosys,synthesis.yosys.warnings,2,
min_path,worst_hold_path_type,reg2reg,
clock_network,cts_htree_levels,2,
routing,routed-via-count,9721,
routing,drt_pass1_iterations,5,
final_timing,timing.fmax,0.0669,GHz
routing,detail_route.antenna_diodes,0,
grt,grt_use_total,16.8,%
floorplan,core_util_floorplan,30.8,%
worst_setup_path,timing.reg2reg.worst_path_depth,49,
layout,synthToLayoutAreaGrowth,8.53,%
power,p_seq_share,10.5,%
grt,grt_pass1_vias,8348,
routing,number_of_violations_reported_at_the_end_of_detailed_routing_iteration_0,883,
final_timing,finalCriticalPeriod,14.95,ns
floorplan,top_level_ports,31,
final_timing,hold_ws,0.476,ns
grt,grt_start_max_net_pins,35,
floorplan,die_w,177,um
placed_design,gp_congestion,0.934,
final_timing,timing_hold_violations_final,0,
clock_network,clk_pin_slew,0.07,ns
routing,highest_metal_layer_with_signal_wires,met4,
yosys,flops_out_of_synthesis,43,
worst_setup_path,cp.required,16.63,ns
routing,wl_met3,1800,um
final_timing,tightest_slew,0.917,ns
routing,post_drt_wl_per_cell,16.2,um
final_timing,fin_tns_setup,0,ns
routing,antenna_left,0,
floorplan,die_h,177,um
yosys,avgSynthCellArea,7.35,um2
final_timing,setup-violations-final,0,
clock_network,postCtsHoldBufs,0,
power,peakVddDrop,0.000129,V
worst_setup_path,arr_time_crit_path,14.98,ns
-- through the flow --
stage               instance area, um2  util, %  power [mW]  setup WS, ns
floorplan                         9230        -        1.42          4.79
CTS                              10000     33.4        1.79          1.93
detailed placement                9870     32.9        1.68          1.97
global route                     10000     33.4        2.00         0.417
finish                           10000     33.4        1.79          1.65
global placement                  9870     32.9        1.67          1.95
-- Yosys cell counts (18+ instances only) --
master and number:
o21ai_0 73, nand2_1 122, nand2b_1 18, o211ai_1 20, nor4_1 21, clkbuf_1 47, mux2i_1 28, edfxtp_1 28
nand3_1 46, and2_1 18, o31ai_1 20, xor2_1 23, nor3_1 44, a211oi_1 18, a21oi_1 75, xnor2_1 53
nor2_1 123, a31oi_1 27, inv_1 29
-- flip-flops by register name (all words and copies together) (netlist names) --
name,cells
index,3
ascii_buffer,12
Tx_Data,7
done,1
state,3
temp_val,16
Tx_Valid,1
-- routing by layer --
| layer | vias to the layer above | global-route usage [%] |
|---|---|---|
| li1 | 4843 | - |
| met1 | 4512 | 26.8 |
| met2 | 340 | 24.2 |
| met3 | 26 | 2.57 |
| met4 | 0 | 2.35 |
| met5 | - | 0 |
-- power by group through the flow --
stage	registers, mW	logic (mW)	clock network (mW)
after CTS	0.188	1.49	0.104
after global routing	0.191	1.70	0.108
final	0.188	1.50	0.102
-- critical path: cells and delay by family, from the launching register on --
kind	cells	cell delay, ns
AOI/OAI and AO/OA	20	5.69
buffers and inverters	2	0.58
adders and majority gates	3	0.94
and+or+nand+nor	19	5.74
muxes	2	0.45
DFF	1	0.67
xor gates and xnor gates	3	0.57
-- area by class of cell --
cell class | instances | area [um2] | area share (%)
Sequential cell | 43 | 1220 | 12.2
Tap cell | 390 | 488 | 4.87
Clock inverter | 3 | 26.3 | 0.262
Clock buffer | 5 | 125 | 1.25
Multi-Input combinational cell | 1107 | 7550 | 75.4
Inverter | 30 | 113 | 1.12
Timing Repair Buffer | 57 | 498 | 4.97
-- how the worst min path moves through the flow --
stage / to / start / slack (ns)
finish: Tx_Data[5]$_DFFE_PP0P_ / Tx_Data[5]$_DFFE_PP0P_ / 0.48
global route: Tx_Data[5]$_DFFE_PP0P_ / Tx_Data[5]$_DFFE_PP0P_ / 0.50
CTS: Tx_Data[5]$_DFFE_PP0P_ / Tx_Data[5]$_DFFE_PP0P_ / 0.48
-- cell families (layout without fill, tap and decap cells) --
kind of cell | count (synthesis) | in the layout | synth area share (%)
fa+ha+maj | 18 | 18 | 2.41
simple gates | 502 | 502 | 28.0
buf+inv | 106 | 95 | 5.01
other cells | 1 | 1 | 0.0406
xor+xnor | 85 | 85 | 8.80
flops | 43 | 43 | 13.2
compound gates | 466 | 466 | 38.6
mux | 35 | 35 | 3.92
Power and IR drop assume default switching activity.
