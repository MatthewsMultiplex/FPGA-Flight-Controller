==> flow/run.sh <==
#!/bin/bash
# OpenROAD 26Q1-2900-gdf79404cd8, Yosys 0.63+post, stock flow scripts
make -C /OpenROAD-flow-scripts/flow DESIGN_CONFIG=/design/flow/config.mk WORK_HOME=/design/flow/orfs finish
==> flow/config.mk <==
export PLATFORM = sky130hd
export DESIGN_NAME = Control_FSM
export DESIGN_NICKNAME = Control_FSM
export VERILOG_FILES = /design/flow/design.v
export SDC_FILE = /design/flow/constraint.sdc
export NUM_CORES = 4
export LEC_CHECK = 1
export CORE_AREA = 10 10 78 78
export DIE_AREA = 0 0 88 88
==> flow/constraint.sdc <==
current_design Control_FSM

set clk_period 1.1
set clk_io_pct 0.2

create_clock -name clk0 -period $clk_period [get_ports {clk}]

set non_clock_inputs [all_inputs -no_clocks]
set_input_delay [expr $clk_period * $clk_io_pct] -clock clk0 $non_clock_inputs
set_output_delay [expr $clk_period * $clk_io_pct] -clock clk0 [all_outputs]
==> flow/design.v <==
`timescale 1ns / 1ps
module Control_FSM (
input clk,
input reset,
input start, 
input spi_done,
input uart_done,
input data_flag,
input [15:0] sensor_data, 
output reg spi_start,
output reg uart_start,
output reg [7:0] duty_cycle
);
localparam IDLE = 0,
           READ_IMU = 1,
           WAIT_SPI = 2,
           PROCESS = 3,
           UPDATE_PWM = 4,
           TX_UART = 5;
reg [2:0] state;
reg [15:0] sensor_buffer;
always @ (posedge clk) begin
    if(reset) begin
    spi_start <= 0; 
    uart_start <= 0;
    duty_cycle <= 0; 
    sensor_buffer <= 0;
    state <= IDLE; 
    end
    else begin
    spi_start <= 0; 
    uart_start <=0;
    case(state) 
    IDLE: begin
        state <= READ_IMU; 
        end
    READ_IMU: begin 
        spi_start <= 1;
        state <= WAIT_SPI;
        end
    WAIT_SPI: begin
    if(spi_done)
        state <= PROCESS;
    end
    PROCESS: begin
    sensor_buffer <= sensor_data;
    state <= UPDATE_PWM;
    end
    UPDATE_PWM: begin
        duty_cycle <= sensor_buffer[15:8];
        state <= TX_UART;
        end
    TX_UART: begin
        uart_start <= 1;
        if (uart_done)
            state <= READ_IMU;
        end
     default: state <= IDLE;
     endcase
  end
end
endmodule
==> results.sh <==
# source this file to load flow results
export IMPL_crit_chain="dlygate4sd2_1"
export IMPL_die_width_um=88
export IMPL_outcome="finished clean"
export IMPL_yosysCellCount=72
export IMPL_cts_buffer_depth=2
export IMPL_cts_buffers_inserted=3
export IMPL_tightest_slew_ns=0.211
export IMPL_top_area_cell="dfxtp_1"
export IMPL_cts_hold_buf=0
export IMPL_dpl_hpwl_um=1270
export IMPL_endpoint_kind="output pin"
export IMPL_synth_compound_area_share=0.0188
export IMPL_synthToLayoutAreaGrowth_pct=46.8
export IMPL_ys_ff=24
export IMPL_pin_count=32
export IMPL_n_fill_cell=453
export IMPL_tool_warnings=35
export IMPL_yosys_area_share_simple=0.127
export IMPL_fin_hold_ws_ns=0.449
export IMPL_grt_pass1_vias=547
export IMPL_yosys_warnings=1
export IMPL_maxCapViolations=0
export IMPL_first_iter_violations=11
export IMPL_synthTopCellsByArea="dfxtp_1, mux2i_1, nor2_1"
export IMPL_cp_num_buf_inv=1
export IMPL_cts_tree="done"
export IMPL_avgSynthCellArea_um2=11.1
export IMPL_skew_ns=0.00166
export IMPL_synth_cell_type_count=10
export IMPL_finalPower_w=0.00156
export IMPL_timing_slew_headroom=0.859
export IMPL_die_area_um2=7740
export IMPL_r2r_slack_ns=0.24
export IMPL_setup_tns_final_ns=0
export IMPL_worstReg2RegStart="state[1]"
export IMPL_drive_gt1_frac=0.190
export IMPL_mux_share=0.201
export IMPL_clock_latency_late_pin_ns=0.26
export IMPL_p_leak_nw=0.471
export IMPL_grt_pass1_wl_um=2710
export IMPL_grt_max_degree=16
export IMPL_crit_path_end="duty_cycle[7]"
export IMPL_design_area_um2=1170
export IMPL_post_drt_wl_per_cell_um=11.2
export IMPL_gp_congestion=0.683
export IMPL_final_util=0.265
export IMPL_vias=554
export IMPL_crit_type="reg -> out"
export IMPL_critPathLaunch="duty_cycle[7]"
export IMPL_setup_viol=0
export IMPL_dr_pass1_iters=3
export IMPL_grt_antenna_before_repair=0
export IMPL_cp_required_ns=0.88
export IMPL_drt_total_wl_um=1700
export IMPL_period_used=0.941
export IMPL_track_usage=0.0446
export IMPL_syn_inst=72
export IMPL_rsz0062_at_grt="no"
export IMPL_core_area_um2=4410
export IMPL_initCoreUtil=0.181
export IMPL_xor_area_frac=0
export IMPL_path_depth=1
export IMPL_crit_family="flip-flops"
export IMPL_start_kind="flop"
export IMPL_clkTransAtPathRegs_ns=0.08
export IMPL_placement_rows=24
export IMPL_htree_levels=1
export IMPL_drv_slew=0
export IMPL_cts_root_buffer_cell="clkbuf_8"
export IMPL_power_per_cell_area_nw_per_um2=1330
export IMPL_vias_per_cell=3.64
export IMPL_postRouteAntennaNets=0
export IMPL_route_detailed_drc=0
export IMPL_timing_rr_end="duty_cycle[3]"
export IMPL_min_path_type="reg -> reg"
export IMPL_clock_sinks=24
export IMPL_maxClockFrequency_mhz=967
export IMPL_synth_adder_area_share=0
export IMPL_dpl_cell_area_um2=1110
export IMPL_cp_arrival_ns=0.81
export IMPL_dieHeight_um=88
export IMPL_synth_area_um2=797
export IMPL_yosysTopAreaCellShare=0.603
export IMPL_synth_comb_largest_family="multiplexers"
export IMPL_ir_worst_vdd_v=0.000844
export IMPL_cp_slowest_cell="dfxtp_2"
export IMPL_ys_seq_share=0.603
export IMPL_cp_max_fo=2
export IMPL_antenna_cells=0
export IMPL_grt_remaining_overflow=0
export IMPL_slowest_delay_ns=0.32
export IMPL_fin_crit_ns=1.03
export IMPL_yosysChipArea_um2=797
export IMPL_io_buffer_count=21
export IMPL_r2r_worst_path_cells=3
export IMPL_hold_viol=0
logic make-up after synthesis:
logic type	Yosys count
flip-flops	24
multiplexers	16
buffers and inverters	6
AND/OR/NAND/NOR	23
AND-OR/OR-AND	3
through the flow:
stage,cells,setup WS (ns)
6_report,152,0.0654
2_1_floorplan,72,0.326
5_1_grt,152,0.0128
3_5_place_dp,147,-0.0347
4_1_cts,152,0.0418
3_3_place_gp,147,-0.0208
worst min-delay path by stage:
stage | depth (start not counted) | endpoint | slack (ns) | start
final | 2 | state[3] | 0.45 | state[0]
after global routing | 2 | spi_start | 0.50 | state[3]
after CTS | 2 | state[3] | 0.46 | state[0]
registers in the layout, indices dropped and copies added, names as in the netlist:
name           flops
uart_start         1
duty_cycle         8
state              6
sensor_buffer      8
spi_start          1
area by class of cell:
cell class / instances / area, um^2 / area share
repair buffers: 28 / 275 / 0.235
inverters: 2 / 7.51 / 0.00642
clock buffers: 4 / 55.1 / 0.0471
multi-input cells: 42 / 277 / 0.236
well taps: 52 / 65.1 / 0.0556
flip-flops and latches: 24 / 490 / 0.419
metal layers:
metal	global-route usage	wire length [um]
met1	0.0573	762
met5	0	0
met4	0.00580	18
met3	0.0196	141
met2	0.0701	781
repair_timing:
item	CTS	global route
buffers inserted	1	0
gates resized	18	0
endpoints found under the setup margin	10	0
placed cells by master, fill, tap and decap left out:
master,count
dfxtp_1,16
clkbuf_8,4
and3b_1,1
dfxtp_2,8
dlygate4sd2_1,10
nor2_1,18
clkdlybuf4s50_1,11
buf_12,2
inv_1,2
nand2b_1,2
mux2i_1,16
buf_4,5
nor2b_1,2
a21oi_1,3
synth_stat cells:
| library cell | n |
|---|---|
| inv_1 | 2 |
| a21oi_1 | 3 |
| buf_6 | 2 |
| nor2_1 | 18 |
| buf_2 | 2 |
| and3b_1 | 1 |
| mux2i_1 | 16 |
| dfxtp_1 | 24 |
| nor2b_1 | 2 |
| nand2b_1 | 2 |
where the power goes:
group	switching, W	leakage (nW)	total (W)	internal [W]
Sequential	0.00000549	0.199	0.000888	0.000882
Combinational	0.0000333	0.244	0.0000976	0.0000642
Clock	0.000257	0.0288	0.000576	0.000319
Power and IR drop assume default switching activity.
