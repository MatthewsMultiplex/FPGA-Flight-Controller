## flow/config.mk

```make
export PLATFORM = sky130hd
export DESIGN_NAME = PWM_Gen
export DESIGN_NICKNAME = PWM_Gen
export VERILOG_FILES = /design/flow/design.v
export SDC_FILE = /design/flow/constraint.sdc
export NUM_CORES = 4
export LEC_CHECK = 1
export CORE_UTILIZATION = 30
```

## flow/constraint.sdc

```tcl
current_design PWM_Gen

set clk_period 8.7
set clk_io_pct 0.2

create_clock -name clk0 -period $clk_period [get_ports {clk}]

set non_clock_inputs [all_inputs -no_clocks]
set_input_delay [expr $clk_period * $clk_io_pct] -clock clk0 $non_clock_inputs
set_output_delay [expr $clk_period * $clk_io_pct] -clock clk0 [all_outputs]
```

## flow/design.v

```verilog
`timescale 1ns/ 1ps
module PWM_Gen(
    input clk,
    input reset, 
    input [7:0] duty_cycle,
    output pwm_out
    );
parameter CLK_FREQ = 100000000;
parameter PWM_FREQ = 20000;
localparam integer MAX_COUNT = CLK_FREQ / PWM_FREQ;   
reg [31:0] counter = 0; 
always @ (posedge clk) begin
    if (reset)
            counter <= 0; 
    else if (counter >= MAX_COUNT - 1)
            counter <= 0;
    else 
            counter <= counter + 1; 
end
assign pwm_out = (counter < ((duty_cycle * MAX_COUNT) >> 8)) ? 1'b1 : 1'b0;
endmodule
```

## flow/run.sh

```bash
#!/bin/bash
# OpenROAD 26Q1-2900-gdf79404cd8, Yosys 0.63+post, stock flow scripts
make -C /OpenROAD-flow-scripts/flow DESIGN_CONFIG=/design/flow/config.mk WORK_HOME=/design/flow/orfs finish
```

==> run summary <==
Figures from the implementation reports.

- The top cell type by area accounts for 27.25% of the synthesized area.
- The number of nets with antenna violations after routing is 0.
- The via count of the first global-routing pass is 1653.
- The reg-to-reg setup timing slack reads 6.78 ns.
- The initial antenna violation count reads 0.
- Dividing the synthesized area by the synthesized cell count gives 9.796 sq um.
- On the worst path, the slowest cell contributes a delay of 0.50 ns.
- The core occupancy in the finished layout reads 39.25%.
- The worst supply voltage drop on vdd reads 0.1005 mV.
- The end of the worst register-to-register path is counter[7]$_SDFF_PP0_.
- The leading cell type by number of instances after synthesis is sky130_fd_sc_hd__ha_1.
- In the final timing run, aggregate negative setup slack is 0 ns.
- The signal on the critical path passes through clkdlybuf4s50_1, buf_4, fa_1, fa_1, ha_1, ha_1, nor2b_2, o21bai_1, a21boi_2, o221a_2, xnor2_1, ha_1, a21oi_1, o21ai_1, a2111oi_2, o31ai_1, a311oi_1, dlymetal6s2s_1.
- The effective utilization at floorplan reads 31.73%.
- The design area reads 2908 sq um.
- The DRC violation total after the first TritonRoute iteration reads 27.
- The wire length on met3 reads 139 microns.
- The number of buffer and inverter instances along the worst setup path is 3.
- The worst setup skew after layout is 0.003095 ns.
- The number of port buffers is 10.
- Max-slew check failures listed in the final report amount to 0.
- The clock network burns 23.5% of the power.
- The static leakage power reads 1.421 nW.
- Derived from the worst setup path, the maximum achievable clock frequency is 122.3 MHz.
- The fraction of the cycle the final worst path needs is 93.95%.
- The tree built by TritonCTS fans out to 32 sinks.
- The standard cell core area reads 7408 sq um.
- The fraction of power spent switching nets is 33.95%.
- Logic depth along the worst register-to-register path is recorded as 5.
- The cell area that synthesis handed to floorplanning was 2351 sq um.
- The number of top-level design ports is 11.
- The flip-flop and latch count after synthesis is 32.
- The maximum clock insertion buffer count is 2.
- The number of flip-flops in the largest register reads 32.
- The layout cell share with drive strength beyond 1 reads 13.36%.
- The primary flip-flop cell chosen by synthesis mapping is sky130_fd_sc_hd__dfxtp_1.
- The final hold violation count recorded for this run is 0.
- The most prevalent standard cell on the critical path is sky130_fd_sc_hd__ha_1.
- After synthesis, the cell types taking the most area are sky130_fd_sc_hd__dfxtp_1 27%, sky130_fd_sc_hd__ha_1 27%, sky130_fd_sc_hd__fa_1 10%.
- The number of setup buffers added after CTS reads 0.
- The power density normalized to cell area reads 197.4 nW/um^2.
- The routed design could run at a clock period as short as 8.174 ns.
- The min-delay analysis places its worst path in the category reg -> reg.
- The synthesized netlist has a Yosys-reported chip area of 2351 sq um.
- The data arrival time of the worst path is 6.43 ns.
- The detailed-route wire length on metal 1 is 2124 microns.
- The number of distinct standard cells referenced by the synthesized netlist reads 39.
- The total length of routed met2 wires is 1619 microns.
- Setup repair after global routing left no endpoint under its margin.
- The post-synthesis cell count is 240.
- Along the worst hold path, the cell count comes to 1.
- The critical path launch point type reads a primary input.
- The worst setup path endpoint reads pwm_out.
- The share of flip-flops with an asynchronous set or reset reads 0%.
- The number of endpoints failing setup at the final stage is 0.
- The share of synthesized area occupied by flip-flops and latches reads 27.25%.
- The required arrival time at the worst endpoint reads 6.96 ns.
- The critical path class reads in -> out.
- The first global-routing pass estimated 7258 microns of wire.
- The biggest area consumer among synthesized cells reads sky130_fd_sc_hd__dfxtp_1.
- After detailed routing, no signal wire sits above met4.
- The origin of the critical flop-to-flop path reads counter[27]$_SDFF_PP0_.
- Per the CTS log, the maximum H-tree level is 2.
- The die height is 90.53 microns.
- The number of fill cells reads 732.
- The area growth from synthesis to layout is 23.68%.
- The internal power is 0.3792 mW.
- The number of placement rows is 31.
- The run finished with clean final reports.
- The global router's overall resource usage reads 10.81%.
- The number of remaining DRC errors reads 0.
- The highest-delay cell along the critical path is sky130_fd_sc_hd__clkdlybuf4s50_1.
- The total global routing overflow is 0.
- The number of vias after detailed routing reads 1700.
- The number of warnings the tools reported is 26.
- The number of warning messages in the yosys log reads 1.
- The area of the die reads 8195 sq um.
- RePlAce ended its routability-driven mode at a weighted congestion of 0.8164.
- The start point of the critical path is duty_cycle[4].
- The script logs the ratio of routed vias to standard cells as 4.348.
- The fraction of power consumed by sequential logic is 26.6%.
- The number of buffers created by CTS reads 5.
- The cell chosen for the clock root is sky130_fd_sc_hd__clkbuf_8.
- The number of search-and-repair iterations in the first detailed-routing pass reads 4.
- The routed wire length reads 3894 microns.
- The number of violations of the max-capacitance limit is 0.
- The number of enable-type register cells in the synthesized netlist reads 0.
- For this design, Yosys synthesis ends with a cell count of 240.
- The logic depth of the worst path, buffers included reads 18.
- On the critical path the largest part of the delay comes from adder cells.
- The clock reaches the later pin of the worst-skew pair after 0.27 ns.
- The clock-pin slew of the registers on the worst-case setup and hold paths reads 0.06 ns.
- The largest net degree at the start of global routing is 14.
- TritonRoute output was used to compute an average wire per cell of 9.959 microns.
- The hold buffer count at CTS is 0.
- The register with the highest flop count is counter.
- Of all nets on the critical path, the largest fanout is 4.
- The analysis attributes to net switching a power of 0.1949 mW.
- The combinational fraction of design power reads 50.0%.
- The post-placement cell area is 2763 sq um.
- The antenna cell count is 0.
- According to the dpl log, the detail-placed design has an HPWL of 3293 microns.
- The worst setup path is captured at a primary output.
- In the synthesized netlist, the cells that appear most often are 51 x sky130_fd_sc_hd__ha_1, 32 x sky130_fd_sc_hd__dfxtp_1, 25 x sky130_fd_sc_hd__inv_1.
- The die span in x is 90.53 microns.
- The largest registers in the layout are counter (32).
- The CTS tree is yes.
layer usage:
layer  global-route usage (%)  vias to the layer above
met5                        0                        -
met4                   0.6720                        0
met3                    2.393                        2
met2                    15.72                       15
met1                    17.44                      766
li1                         -                      917
stage by stage:
step / hold slack [ns] / cells / total power [mW] / setup WS [ns]
floorplan: 0.4302 / 258 / 0.3490 / 1.287
global placement: 0.4442 / 383 / 0.4289 / -0.1991
detailed placement: 0.4534 / 383 / 0.4322 / -0.2067
CTS: 0.4680 / 391 / 0.5716 / 0.02015
global route: 0.5249 / 391 / 0.6335 / 0.1494
finish: 0.4663 / 391 / 0.5741 / 0.5261
worst min path at each step:
stage	start	endpoint	slack (ns)
CTS	counter[0]$_SDFF_PP0_	counter[0]$_SDFF_PP0_	0.47
global route	counter[0]$_SDFF_PP0_	counter[0]$_SDFF_PP0_	0.52
finish	counter[0]$_SDFF_PP0_	counter[0]$_SDFF_PP0_	0.47
what timing repair did:
item                                    4_1_cts  5_1_grt
resized                                       7        9
pin swaps                                     3        7
gates cloned                                  0        0
endpoints found under the setup margin        1        1
cells in the final DEF, fill, tap and decap left out, types with 5 or more instances in the layout:
master,count
sky130_fd_sc_hd__ha_1,50
sky130_fd_sc_hd__dfxtp_1,32
sky130_fd_sc_hd__inv_1,25
sky130_fd_sc_hd__nor2_1,21
sky130_fd_sc_hd__conb_1,19
sky130_fd_sc_hd__buf_4,18
sky130_fd_sc_hd__nand2_1,12
sky130_fd_sc_hd__fa_1,11
sky130_fd_sc_hd__xnor2_1,9
sky130_fd_sc_hd__xor2_1,9
sky130_fd_sc_hd__a21oi_1,6
sky130_fd_sc_hd__clkdlybuf4s50_1,6
sky130_fd_sc_hd__nand4_1,5
sky130_fd_sc_hd__nand3_1,5
sky130_fd_sc_hd__nor4_1,5
sky130_fd_sc_hd__clkbuf_8,5
power by group through the flow:
stage	clock network [mW]	logic (mW)	registers [mW]
5_1_grt	0.145	0.335	0.153
4_1_cts	0.138	0.281	0.153
6_report	0.135	0.287	0.152
cell type report:
cell class	count	area, sq um	area share (%)
timing repair buffer	28	234.0	8.046
clock inverter	2	35.03	1.205
multi-input combinational	199	1708	58.73
clock buffer	6	72.57	2.496
inverter	25	93.84	3.227
sequential	32	640.6	22.03
tap	99	123.9	4.260
worst reg2reg max path, stage by stage, from the launching register on:
cell and delay [ns]:
sky130_fd_sc_hd__dfxtp_1 0.30, sky130_fd_sc_hd__nor4_1 0.31, sky130_fd_sc_hd__nand4_1 0.14, sky130_fd_sc_hd__or4_1 0.46, sky130_fd_sc_hd__a211o_1 0.48, sky130_fd_sc_hd__nor2_1 0.16
logic make-up after synthesis:
kind of cell / after synthesis / share of synthesized area [%]
AND-OR/OR-AND: 31 / 9.367
flip-flops: 32 / 27.25
AND/OR/NAND/NOR: 67 / 14.10
multiplexers: 1 / 0.4258
other: 1 / 0.1595
XOR/XNOR: 18 / 6.706
buffers and inverters: 27 / 4.630
adder cells (fa/ha/maj): 63 / 37.36
Power figures rest on the tool's default switching activity, not on a simulated workload.
